==> /design/flow/design.v <==
module hw_fifo #(
    parameter DATA          = 8,     
    parameter ADDR          = 4,     
    parameter ALMOST_FULL   = 0,     
    parameter ALMOST_EMPTY  = 0      
) (
    input   wire                clk,
    input   wire                rst,
    input   wire                wr_push,
    input   wire    [DATA-1:0]  wr_data,
    output  wire                wr_full,
    output  reg                 wr_almost_full,
    input   wire                rd_pop,
    output  wire    [DATA-1:0]  rd_data,
    output  reg                 rd_empty,
    output  reg                 rd_almost_empty
);
localparam DEPTH    = (2**ADDR);
reg [ADDR-1:0] wr_addr;
reg [ADDR-1:0] rd_addr;
always @(posedge clk) begin
    if(rst) begin
        wr_addr <= 0;
        rd_addr <= 0;
    end else begin
        if(wr_push) begin
            wr_addr <= wr_addr + 1;
        end
        if(rd_pop) begin
            rd_addr <= rd_addr + 1;
        end
    end
end
reg [DATA-1:0] mem[DEPTH-1:0];
assign rd_data = mem[rd_addr];  
always @(posedge clk) begin
    if(wr_push) begin
        mem[wr_addr] <= wr_data;
    end
end
reg [ADDR:0] cnt;  
assign wr_full = cnt[ADDR];  
always @(posedge clk) begin
    if(rst) begin
        cnt             <= 0;
        rd_empty        <= 1'b1;
        rd_almost_empty <= 1'b1;
        wr_almost_full  <= 1'b0;
    end else begin
        if(wr_push && !rd_pop) begin
            cnt             <= cnt + 1;
            rd_empty        <= 1'b0;  
            if(cnt == (      ALMOST_EMPTY  )) rd_almost_empty <= 1'b0;
            if(cnt == (DEPTH-ALMOST_FULL -1)) wr_almost_full  <= 1'b1;
        end
        if(!wr_push && rd_pop) begin
            cnt             <= cnt - 1;
            rd_empty        <= (cnt == 1);  
            if(cnt == (      ALMOST_EMPTY+1)) rd_almost_empty <= 1'b1;
            if(cnt == (DEPTH-ALMOST_FULL   )) wr_almost_full  <= 1'b0;
        end
    end
end
endmodule
module inpinf #(parameter XB = 10,
				parameter YB = 10,
				parameter PB = 8)
	( 
	px_in_ready, col_count, row_count, inc_mem_ptr, inf_data,
	clk, rst, cfg_width, cfg_height, px_in_data, px_in_valid, inf_rd
	);
	input clk;
	input rst;
	input [XB-1:0] cfg_width;
	input [YB-1:0] cfg_height;
	input [PB-1:0] px_in_data;
	input 		   px_in_valid;
	output 		   px_in_ready;  
	input 		   inf_rd;	     
	output [XB-1:0] col_count;	
	output [YB-1:0] row_count;
	output 			inc_mem_ptr;
	output [PB-1:0] inf_data;  
	wire 		   inq_wr, inq_rd;
	wire [PB-1:0]  inq_datain;
	wire 		   inq_full, inq_al_full;
	wire 		   inq_emty, inq_al_emty;
	wire [PB-1:0]  inq_dataout;
	hw_fifo inp_fifo (
					  .wr_full			(inq_full),
					  .wr_almost_full	(inq_al_full),
					  .rd_data			(inq_dataout),
					  .rd_empty			(inq_emty),
					  .rd_almost_empty	(inq_al_emty),
					  .clk				(clk),
					  .rst				(rst),
					  .wr_push			(inq_wr),
					  .wr_data			(inq_datain),
					  .rd_pop			(inq_rd));
	assign px_in_ready = ~inq_full && (row_count <= cfg_height);
	assign inq_wr = px_in_valid & px_in_ready;
	assign inq_datain = px_in_data;
	assign inq_rd = ~inq_emty & inf_rd;
	assign inf_data = inq_dataout;		
	reg [XB-1:0]   col_count;
	wire 		   inc_col_count;
	wire 		   rst_col_count;
	assign inc_col_count = inq_rd;  
	assign rst_col_count = (col_count == cfg_width) || rst;
	always_ff @(posedge clk)
	begin
		if(rst_col_count) col_count<='0;
		else if(inc_col_count) col_count<=col_count+1'b1;
	end
	reg [YB-1:0]   row_count;
	wire 		   inc_row_count;
	wire 		   rst_row_count;
	reg 		   rst_row_count1F;
	assign inc_mem_ptr = rst_col_count;	
	assign inc_row_count = rst_col_count;  
	assign rst_row_count = (row_count == cfg_height) || rst;
	always_ff @(posedge clk)
	begin
		if(rst_row_count) row_count<='0;
		else if(inc_row_count) row_count<=row_count+1'b1;
	end
endmodule  
==> /design/flow/run.sh <==
#!/bin/bash
# OpenROAD 26Q1-2900-gdf79404cd8, Yosys 0.63+post, stock flow scripts
make -C /OpenROAD-flow-scripts/flow DESIGN_CONFIG=/design/flow/config.mk WORK_HOME=/design/flow/orfs finish
==> /design/flow/config.mk <==
export PLATFORM = sky130hd
export DESIGN_NAME = inpinf
export DESIGN_NICKNAME = inpinf
export VERILOG_FILES = /design/flow/design.v
export SDC_FILE = /design/flow/constraint.sdc
export NUM_CORES = 4
export LEC_CHECK = 1
export CORE_UTILIZATION = 30
==> /design/flow/constraint.sdc <==
current_design inpinf

set clk_period 4.8
set clk_io_pct 0.2

create_clock -name clk0 -period $clk_period [get_ports {clk}]

set non_clock_inputs [all_inputs -no_clocks]
set_input_delay [expr $clk_period * $clk_io_pct] -clock clk0 $non_clock_inputs
set_output_delay [expr $clk_period * $clk_io_pct] -clock clk0 [all_outputs]
==> summary.txt <==
impl run done, here's what came out: status=finished, final reports clean, Worst EP required=about 3.8 ns, Worst R2R End=inp_fifo.cnt[3], Die Wd=between 150 and 200 µm, Max H-tree Level=4, Multiplexer share=about 14%, synthesized area per cell=between 15 and 20 µm², # Cells Yosys=between 400 and 500, HP Class=reg -> reg, IO Count=62, EDFF count, synth=roughly 130, Place WS=approximately 0.57 ns, Seq. cell area=about 4600 µm², CP cell instances=clkdlybuf4s50_1, inv_1, ha_1, nand4_1, a211o_1, o211a_1, or2_2, clkdlybuf4s50_1, async set-or-reset flop fraction in the synthesized netlist=0%, crit-path max cell delay=0.46 ns, Pre-Repair DR Iteration Count=4, # port buffers=a little over 60, die area=between 20000 and 25000 µm², area leader, netlist=edfxtp_1, latest clock arrival within the worst-skew pair=0.41 ns, family with the most delay on the worst path=buffers and inverters, GRT Overall Usage=12.3%, diodes inserted=0, crit-path max FO=4, Basic Gates by Area=~8.5%, Placeable Area=approximately 24000 µm², final setup fails=0, clock transition at the registers of the reported paths=0.06 ns, Distinct cells, synth=58, skew final=a little under 0.006 ns, setup ws final=0.565 ns, Slew HR=between 40% and 50%, max_cap viols=0, Comb gate area=2470 µm², worst r2r src=row_count[5], Final min period=around 4.2 ns, crit path DAT=3.28 ns, main flop type=edfxtp_1, vias per cell=about 4.7, slowest CP cell=clkdlybuf4s50_1, hold violation total from the final report=0, beginning of the critical path=cfg_height[5], ANT nets after route=0, CTS Sinks=between 150 and 200, Fmax=around 240 MHz, worst vdd ir=198 µV, Reg2Reg Depth=11, crit path kind=in -> out, initial antenna violation count=0, pwr/cell area=around 350 nW/µm², first-pass GRT wire length=around 22 mm, RSZ-0062 raised after global routing=no, aoi share=3.97%, row count=about 56, Vias=3960, top post-synthesis cells by area=edfxtp_1, dfxtp_1, mux4_1, P_leak=slightly below 0.003 µW, CP Launch Type=input pin, Fin Setup TNS=0 ns, Buffers & Inverters on Critical Path=3, most used cell, CP=clkdlybuf4s50_1, chip height=about 160 µm, Pins Over Slew Limit=0, flop-to-flop setup slack=1.71 ns, DR DRC count=0, drt first-iter violations=about 220, largest net degree at the start of global routing=23, CTS tree=done, CTS Buffer Depth=2, layout cells sized above 1=12.2%, HP Start=inp_fifo.rd_empty, synthesis-to-finish area growth=20.3%, stage-log warning count=30, Root Buffer=clkbuf_16, Worst-Margin Slew=0.866 ns, synth warn=2, Synth Instances=about 440, Dominant comb cell=multiplexers, grt total ovfl=0, overall routed net length=about 14 mm, crit path capture type=primary output, FP Core Util=a little under a third, # Post-CTS Setup Buffers=0, hold-fix buffers at CTS=0, vias in the first global route=roughly 4000, xor/xnor share=under 10%, Yosys reg bits=166, Top cell area share=roughly 53%, Mapped Area=~7300 µm², dpl hpwl=approximately 9 mm, Num CTS Buffers=17, chip area in the Yosys report=7280 µm², routed len/inst=16.9 µm, Seq/Total Area, Yosys=between 60% and 70%, fillers=roughly 2200, Final Cycle Share=88.2%, hold path cells=2, GPL Wtd Cong=approximately 0.86, Resized cells post-CTS=0, Hold Path End=inp_fifo.rd_empty, Post-Synth Adder-Cell Area=3.61%
==> cells by family (layout without fill, tap and decap cells) <==
group	Yosys count	in the layout
muxes	46	46
buffers and inverters	40	119
adders and majority gates	21	21
AOI/OAI and AO/OA	39	39
and+or+nand+nor	99	99
DFF	166	166
xor gates and xnor gates	27	27
==> cells in the mapped netlist (4+ instances only) <==
cell / number
edfxtp_1: 128
dfxtp_1: 38
nor2_1: 26
mux4_1: 24
ha_1: 21
inv_1: 20
xnor2_1: 18
mux4_2: 16
a21oi_1: 13
nand2_1: 13
nand4_1: 9
xor2_1: 9
and4b_1: 8
and4_1: 7
clkbuf_1: 7
buf_1: 6
nand3_1: 6
and3_1: 5
mux2i_1: 4
nor2b_1: 4
==> worst register-to-register path, cell delays in order (launching register included) <==
cell and delay (ns):
dfxtp_1 0.36, ha_1 0.34, nand4_1 0.24, a211o_1 0.38, o211ai_2 0.15, nand2_4 0.16, inv_1 0.09, ha_1 0.26
or4b_2 0.62, a21oi_1 0.20, xnor2_1 0.13, nor2_1 0.05
==> cell usage in the layout (no fill, tap or decap), types with 3 or more instances in the layout <==
cell / synthesis / routed
dfxtp_1: 38 / 37
inv_1: 20 / 20
clkbuf_16: 0 / 17
and4b_1: 8 / 8
clkinv_1: 0 / 3
and4bb_1: 3 / 3
and3_1: 5 / 5
a21oi_1: 13 / 13
nand3_1: 6 / 6
o211ai_1: 3 / 3
nor2b_1: 4 / 4
mux4_1: 24 / 24
clkinvlp_4: 0 / 4
buf_4: 0 / 6
inv_6: 0 / 4
nand2_1: 13 / 13
mux2i_1: 4 / 4
and4_1: 7 / 7
ha_1: 21 / 21
a211o_1: 3 / 3
xor2_1: 9 / 9
xnor2_1: 18 / 18
nor2_1: 26 / 26
mux4_2: 16 / 16
clkdlybuf4s50_1: 0 / 61
nand4_1: 9 / 9
edfxtp_1: 128 / 128
o21ai_0: 3 / 3
==> area by class of cell <==
cell class	count	share of cell area, %
clock inverters	15	1.46
multi-input cells	232	28.2
clock buffers	17	4.86
flip-flops and latches	166	52.6
repair buffers	67	7.49
well taps	319	4.56
inverters	20	0.858
==> through the flow <==
step / cells / area [µm²] / utilization [%] / power (µW) / hold slack, ns
after floorplan: 438 / 7280 / - / 1750 / 0.443
after global placement: 804 / 8200 / 34.7 / 1830 / 0.457
after detailed placement: 804 / 8200 / 34.7 / 1840 / 0.484
after CTS: 836 / 8750 / 37.1 / 3100 / 0.499
after global routing: 836 / 8750 / 37.1 / 3180 / 0.538
final: 836 / 8750 / 37.1 / 3070 / 0.502
==> power by group <==
group / internal, µW / switching [µW] / total [µW] / leakage [µW]
Clock: 715 / 545 / 1260 / 0.000261
Sequential: 1570 / 23.2 / 1590 / 0.00146
Combinational: 119 / 95.8 / 215 / 0.00122
Total: 2400 / 664 / 3070 / 0.00295
==> flip-flops by register name, indices dropped and copies added (netlist names), named ones only <==
| signal | cells |
|---|---|
| inp_fifo.mem | 128 |
| inp_fifo.wr_addr | 4 |
| inp_fifo.cnt | 5 |
| row_count | 10 |
| col_count | 10 |
| inp_fifo.rd_addr | 4 |
| inp_fifo.rd_empty | 1 |
==> layer usage <==
metal,wire length [µm],global-route usage (%)
met5,0,0
met4,242,1.80
met3,1850,8.00
met2,6310,18.1
met1,5700,15.9
==> worst max-delay path by stage <==
stage,endpoint,cells after the start
4_1_cts,px_in_ready,8
5_1_grt,px_in_ready,8
6_report,px_in_ready,8
Power figures rest on the tool's default switching activity, not on a simulated workload.
