`config.mk`:
```
export PLATFORM = sky130hd
export DESIGN_NAME = mem_gen
export DESIGN_NICKNAME = mem_gen
export VERILOG_FILES = /design/flow/design.v
export SDC_FILE = /design/flow/constraint.sdc
export NUM_CORES = 4
export LEC_CHECK = 1
export CORE_UTILIZATION = 50
export SYNTH_MEMORY_MAX_BITS = 65536
```
`run.sh`:
```
#!/bin/bash
# OpenROAD 26Q1-2900-gdf79404cd8, Yosys 0.63+post, stock flow scripts
make -C /OpenROAD-flow-scripts/flow DESIGN_CONFIG=/design/flow/config.mk WORK_HOME=/design/flow/orfs finish
```
`design.v`:
```
module mem_gen #(ADDRW=10,
				 DATAW=8)
	( 
	rd_data,
	clk, rd_addr, wr_addr, wr_en, wr_data
	);
	input clk;
	input [ADDRW-1:0] rd_addr;
	output reg [DATAW-1:0] rd_data;
	input [ADDRW-1:0] wr_addr;
	input 			  wr_en;
	input [DATAW-1:0] wr_data;
	reg [DATAW-1:0]   ram [(2**ADDRW)-1:0];
	always_ff @(posedge clk)
	  begin
		  if(wr_en)
			ram[wr_addr] <= wr_data;
	  end
	always_ff @(posedge clk)
	  rd_data <= ram[rd_addr];
endmodule  
```
`constraint.sdc`:
```
current_design mem_gen

set clk_period 24.2
set clk_io_pct 0.2

create_clock -name clk0 -period $clk_period [get_ports {clk}]

set non_clock_inputs [all_inputs -no_clocks]
set_input_delay [expr $clk_period * $clk_io_pct] -clock clk0 $non_clock_inputs
set_output_delay [expr $clk_period * $clk_io_pct] -clock clk0 [all_outputs]
```
==> summary.txt <==
impl run done, here's what came out: Mapped Cells 15,200, Detailed Routing Iterations Pass 1 6, total power 29.3 mW, die height 801 microns, cts bufs inserted 816, status finished, final reports clean, top area contributor share 77.1%, CORE AREA 636,000 sq um, Core Rows 293, Avg Synthesized Cell Area 21.0 sq um, total wire length 916 mm, Buffers on Ports 37, cell type with the largest total area edfxtp_1, startpoint types input port, fin area 358,000 sq um, post-DR vias/cell 6.25, CTS max path bufs 4, CP max FO 65, Die X 801 microns, CTS Sinks 8,200, Total GRT Usage 32.4%, area grow syn2layout 12.3%, layout cells sized above 1 23.3%, power density over cell area 81.9 nW/um^2, Setup Crit Path Kind input port to flop, clock root buffer clkbuf_16, Worst Path Required 25.31 ns, commonest cells in the netlist edfxtp_1, mux4_2, nor2_1, Via Count 158,000, critical path capture point type flop, Yosys cell types 81, DR WL/cell 36.3 microns, antenna violations before repair 76, Hold-fix buffers, CTS 0, Worst Reg2Reg Path Length in Cells 9, grt total ovfl 0, H-tree depth 6, Clock transition at path regs 0.06 ns, Least-Margin Pin Slew 1.34 ns, Min-Delay Path Depth 4, most numerous cell in the Yosys netlist edfxtp_1, drt first-iter violations 11,000, Pleak 113 nW, Ys Warns 1, final setup TNS 0 ns, count of maximum capacitance violations 0, Slew HR 10.0%, Seq share, synth 77.2%, post_cts resized 0, fin util 56.3%, Post-CTS Setup Inserts 0, FMAX 83.3 MHz, global placement routability congestion 0.950, flops out of synthesis 8,200, Worst Clk Skew 0.0694 ns, Post-DRT Antenna Nets 0, RSZ-0062 raised after global routing no, fillers 46,000, Worst Hold Class flop to flop, Max Slew Vio Count 0, Flop area 246,000 sq um, Starting Density 50.2%, min Tclk post-route 12.00 ns, Synth Flop Type edfxtp_1, Skew-Pair Late Insertion Delay 1.17 ns, vias in the first global route 171,000, final hold vios 0, CTS tree yes, DRC Markers 0, area reported by Yosys stat 319,000 sq um, DP Wirelength 579 mm, Placed Area 332,000 sq um, Syn Std Cell Area 319,000 sq um, Top area cell types edfxtp_1, mux4_2, mux2i_1, nor2_1, o221ai_1, Synth async-reset ratio 0%, comb. cell area 67,500 sq um, Post-synth EDFFs 8,192, number of setup violations in the final report 0, largest net degree at the start of global routing 128, tool warnings 42, peak supply drop 0.0893 mV, yosys cell count 15,200, Die Size 641,000 sq um, Worst R2R Setup Slack 19.73 ns, CP arrival 13.11 ns, num ports 38, Final Cycle Share 49.6%, global-route wire length before repair 1290 mm
## final cells by class
cell class / instances / area share [%]
Antenna cell: 94 / 0.0657
Clock buffer: 1016 / 6.00
Clock inverter: 471 / 1.19
Inverter: 7 / 0.0143
Multi-Input combinational cell: 6017 / 18.8
Sequential cell: 8200 / 68.7
Tap cell: 8407 / 2.94
Timing Repair Buffer: 1020 / 2.23
## final timing paths
check | startpoint | end
max | rd_addr[0] | rd_data[4]
min | ram[767][2] | rd_data[2]
max reg2reg | ram[857][4] | rd_data[4]
min reg2reg | ram[767][2] | rd_data[2]
## sequential cells by signal, summed over array words and instances, names as in the netlist
register / count
ram: 8192
rd_data: 8
## logic make-up after synthesis
family | Yosys count | synth area share, %
DFF | 8200 | 77.2
muxes | 2758 | 15.1
and+or+nand+nor | 1753 | 2.36
AOI/OAI and AO/OA | 1506 | 3.38
buffers and inverters | 1011 | 1.97
## routing by layer
layer  vias up  global-route usage (%)  routed length [microns]
met5         -                    2.10                     2030
met4       135                    11.7                    44400
met3      1832                    26.8                   178000
met2      9940                    44.1                   418000
met1     80200                    40.5                   273000
li1      65700                       -                        -
## through the flow
stage                     hold slack (ns)  setup WS, ns  std cells
after floorplan                     0.792         16.65      15200
after global routing                 1.24         11.85      25200
after global placement               1.20         11.12      23600
after detailed placement             1.21         11.16      23700
after CTS                            1.21         12.38      25100
final                                1.18         12.20      25200
## report_power, final
part | internal (mW) | switching, mW
registers | 15.6 | 0.0141
logic | 0.461 | 1.01
clock network | 6.91 | 5.32
## worst max-delay path, cell delays in order
cell and delay (ns):
buf_16 0.39, buf_4 0.48, buf_4 0.63, buf_4 0.55, buf_4 0.58, buf_4 0.64, buf_4 0.66, mux2i_1 0.16
o221ai_1 0.25, a21oi_1 0.11, o21ai_0 0.71, nand4_1 0.75, buf_4 0.42, or3_1 0.66, nor4b_1 0.83, or4_1 0.21
## cell usage in the layout (no fill, tap or decap), drive strengths merged, types with 9 or more instances in the layout
master and instances:
nor2 1133, clkbuf 1017, nand3 101, nand3b 11, a211oi 84, clkdlybuf4s50 20
nor3b 11, o21ai 127, a2111oi 26, diode 94, o22ai 218, o2111ai 9
nor2b 16, bufinv 59, mux4 1626, o211ai 24, a22oi 246, o221ai 292
a22o 46, inv 24, a221oi 66, a21oi 256, clkinv 387, a31oi 23
mux2i 1041, buf 999, or3 18, edfxtp 8192, nand2 181, nor3 133
nand2b 13, nand4 31, and3 13, nor4 43, a221o 18, mux2 91
a211o 28, or4 10
No activity file was given, so power comes from the tool's default toggle rates.
