===== flow/config.mk =====
export PLATFORM = sky130hd
export DESIGN_NAME = outinf
export DESIGN_NICKNAME = outinf
export VERILOG_FILES = /design/flow/design.v
export SDC_FILE = /design/flow/constraint.sdc
export NUM_CORES = 4
export LEC_CHECK = 1
export CORE_UTILIZATION = 30

===== flow/design.v =====
module hw_fifo #(
    parameter DATA          = 8,     
    parameter ADDR          = 4,     
    parameter ALMOST_FULL   = 0,     
    parameter ALMOST_EMPTY  = 0      
) (
    input   wire                clk,
    input   wire                rst,
    input   wire                wr_push,
    input   wire    [DATA-1:0]  wr_data,
    output  wire                wr_full,
    output  reg                 wr_almost_full,
    input   wire                rd_pop,
    output  wire    [DATA-1:0]  rd_data,
    output  reg                 rd_empty,
    output  reg                 rd_almost_empty
);
localparam DEPTH    = (2**ADDR);
reg [ADDR-1:0] wr_addr;
reg [ADDR-1:0] rd_addr;
always @(posedge clk) begin
    if(rst) begin
        wr_addr <= 0;
        rd_addr <= 0;
    end else begin
        if(wr_push) begin
            wr_addr <= wr_addr + 1;
        end
        if(rd_pop) begin
            rd_addr <= rd_addr + 1;
        end
    end
end
reg [DATA-1:0] mem[DEPTH-1:0];
assign rd_data = mem[rd_addr];  
always @(posedge clk) begin
    if(wr_push) begin
        mem[wr_addr] <= wr_data;
    end
end
reg [ADDR:0] cnt;  
assign wr_full = cnt[ADDR];  
always @(posedge clk) begin
    if(rst) begin
        cnt             <= 0;
        rd_empty        <= 1'b1;
        rd_almost_empty <= 1'b1;
        wr_almost_full  <= 1'b0;
    end else begin
        if(wr_push && !rd_pop) begin
            cnt             <= cnt + 1;
            rd_empty        <= 1'b0;  
            if(cnt == (      ALMOST_EMPTY  )) rd_almost_empty <= 1'b0;
            if(cnt == (DEPTH-ALMOST_FULL -1)) wr_almost_full  <= 1'b1;
        end
        if(!wr_push && rd_pop) begin
            cnt             <= cnt - 1;
            rd_empty        <= (cnt == 1);  
            if(cnt == (      ALMOST_EMPTY+1)) rd_almost_empty <= 1'b1;
            if(cnt == (DEPTH-ALMOST_FULL   )) wr_almost_full  <= 1'b0;
        end
    end
end
endmodule
module outinf # (parameter XB = 10,
				 parameter YB = 10,
				 parameter PB = 8)
	( 
	px_out_data, px_out_valid, px_out_last_x, px_out_last_y, done,
	out_inf_busy,
	clk, rst, cfg_width, cfg_height, pix_data, pix_en, px_out_ready
	);
	input clk;
	input rst;
	input [XB-1:0] cfg_width;
	input [YB-1:0] cfg_height;
	input [PB-1:0] pix_data;
	input 		   pix_en;
	input 		   px_out_ready;
	output [PB-1:0] px_out_data;
	output 			px_out_valid;
	output 			px_out_last_x;
	output 			px_out_last_y;
	output 			done;
	output 			out_inf_busy;
	wire				rd_almost_empty, rd_empty;		
	wire [PB-1:0]		rd_data, wr_data;
	wire				wr_almost_full, wr_full;			
	wire				wr_push, rd_pop;				
	hw_fifo out_fifo (
					  .wr_full			(wr_full),
					  .wr_almost_full	(wr_almost_full),
					  .rd_data			(rd_data[PB-1:0]),
					  .rd_empty			(rd_empty),
					  .rd_almost_empty	(rd_almost_empty),
					  .clk				(clk),
					  .rst				(rst),
					  .wr_push			(wr_push),
					  .wr_data			(wr_data[PB-1:0]),
					  .rd_pop			(rd_pop));
	assign px_out_data = rd_data;
	assign rd_pop = px_out_ready && ~rd_empty;
	assign px_out_valid = rd_pop;	
	assign wr_data = pix_data;
	assign wr_push = pix_en & ~wr_full;
	reg [XB-1:0] 		out_col;
	wire 				rst_out_col;
	assign rst_out_col = (out_col == cfg_width) || rst;
	always_ff @(posedge clk)
	begin
		if(rst_out_col) out_col<='0;
		else if(rd_pop) out_col<=out_col + 1'b1;
	end
	reg [XB-1:0] 		out_row;
	wire 				rst_out_row;
	assign rst_out_row = (out_row == cfg_height) || rst;
	always_ff @(posedge clk)
	begin
		if(rst_out_row) out_row<='0;
		else if(rst_out_col) out_row<=out_row + 1'b1;
	end
	assign out_inf_busy = wr_full?1'b1:1'b0;
	assign px_out_last_x = rst_out_col?1'b1:1'b0;
	assign px_out_last_y = rst_out_row?1'b1:1'b0;
	assign done = (rst_out_col && rst_out_row)?1'b1:1'b0;
endmodule  

===== flow/constraint.sdc =====
current_design outinf

set clk_period 4.8
set clk_io_pct 0.2

create_clock -name clk0 -period $clk_period [get_ports {clk}]

set non_clock_inputs [all_inputs -no_clocks]
set_input_delay [expr $clk_period * $clk_io_pct] -clock clk0 $non_clock_inputs
set_output_delay [expr $clk_period * $clk_io_pct] -clock clk0 [all_outputs]

===== flow/run.sh =====
#!/bin/bash
# OpenROAD 26Q1-2900-gdf79404cd8, Yosys 0.63+post, stock flow scripts
make -C /OpenROAD-flow-scripts/flow DESIGN_CONFIG=/design/flow/config.mk WORK_HOME=/design/flow/orfs finish

==> CHANGELOG.md <==
### Changed

* Outcome: complete, no violations
* Synthesis warning total at 2
* Final Hold Fails at 0
* Worst Path Arrival at approximately 2.9 ns
* Post-layout util at 36.9%
* Clock network power share at between 40% and 50%
* Hold Crit Class: flop to flop
* Insertion delay at the late pin of the worst-skew pair at 0.42 ns
* Boundary pin count at 45
* Syn Inst Count at roughly 410
* Top_reg_cell synth: edfxtp_1
* DRC Markers at 0
* RSZ-0062 raised after global routing: false
* Cell Int Power at roughly 0.0025 W
* TritonCTS clock tree: done
* TNS Setup at 0 ns
* Worst slew pin tran at roughly 0.87 ns
* Htree depth at 4
* Combinational group share of total power at roughly 7%
* Via count at around 3.7k
* Max VDD drop at 231 uV
* Met3 wire length at ~1700 um
* Synth async-reset ratio at 0%
* ANT nets after route at 0
* First-pass GRT wire length at ~21000 um
* Yosys cell count at around 410
* Post-CTS Setup Inserts at 0
* Final setup fails at 0
* CP startpoint kind: primary input
* GRT overflow at 0
* Final instance area at 8360 um^2
* CP Data Required Time at ~3.8 ns
* TritonCTS buffer count at 17
* Worst setup margin at ~0.9 ns
* CP Class: primary input to output port
* Area reported by Yosys stat at between 6000 and 7000 um^2
* Area grow syn2layout at 20.6%
* Total of max-cap violations at 0
* Area post-placement at a little under 8000 um^2
* IO Port Bufs at 44
* Vias in the first global route at between 3k and 4k
* Fin. max-slew vios at 0
* Flops after synth at roughly 170
* Row count at about 55
* Clk_skew at around 0.009 ns
* Largest net degree at the start of global routing at 33
* DR WL met2 at 6320 um
* GPL Wtd Cong at about 0.85
* Syn Area/Cell at 17.0 um^2
* TritonCTS sink count at between 150 and 200
* Worst relative slew slack at about two fifths
* Mapped cell area at a little under 7000 um^2
* PwrDens at about 380 nW/um^2
* Fraction of layout cells with a size suffix above 1 at around 15%
* Critical Path Fanout Max at 15
* FILL cells at between 2k and 2.5k
* OpenROAD warning count at 30
* WL met1 at about 5300 um
* Core region area at approximately 23000 um^2
* Clock slew at reported path FFs at roughly 0.07 ns
* Cells resized by post-CTS repair at 0
* Synth Seq Share at about 66%
* Root Buffer: clkbuf_16
* Psw at 0.000684 W
* Most frequent logic cell in the layout: edfxtp_1
* Most frequent cells in the layout: edfxtp_1, clkdlybuf4s50_1, nor2_1, dfxtp_1, xnor2_1
* Total wire length at around 14000 um
* Die height at 154 um
* Initial antenna violation count at 0
* Cycle use final at 80.9%
* Final min period at 3.88 ns
* P_leak at between 2 and 3 nW
* Dpl hpwl at 8770 um
* Top sig layer: met4
* Clock Path Buffers at 2
* Die X at about 150 um
* Combinational gate area at roughly 2200 um^2
* Diode count at 0
* EDFF count, synth at roughly 130
* Iter 0 DRT Violations at 181
* F_max at 0.257 GHz
* Drt pass-1 iters at 6
* Full die area at between 20000 and 25000 um^2
* Distinct cells, synth at around 46
* Post-CTS Hold Fix Bufs at 0
* Register area at 4610 um^2
* Wire per inst at between 15 and 20 um
* Switching Share at roughly a fifth
* Worst slack at placement at between 0.8 and 0.9 ns
* Core Density at Floorplan at between 30% and 40%
* Flop pwr share at around half
* Tot Pwr at 0.00321 W
* GRT Total Usage at between 10% and 20%
* Vias/cell at approximately 4.8
* Setup crit end kind: output port
[cell usage after synthesis, types with 4 or more instances]
master | n | area share [%]
a21oi_1 | 10 | 0.72
xnor2_1 | 26 | 3.3
inv_1 | 9 | 0.49
buf_1 | 4 | 0.22
nand3_1 | 4 | 0.29
edfxtp_1 | 128 | 55
nand4_1 | 8 | 0.72
xor2_1 | 14 | 1.8
dfxtp_1 | 38 | 11
nor2_1 | 41 | 2.2
clkbuf_1 | 6 | 0.32
mux4_1 | 24 | 9.1
ha_1 | 11 | 2.0
nand2_1 | 13 | 0.70
mux4_2 | 16 | 5.2
nor3_1 | 4 | 0.29
and4_1 | 4 | 0.51
[power groups by stage]
stage | Sequential [W] | Clock [W] | Combinational, W
6_report | 0.00159 | 0.00140 | 0.000227
5_1_grt | 0.00159 | 0.00149 | 0.000249
4_1_cts | 0.00159 | 0.00143 | 0.000230
[worst paths after layout]
kind / startpoint / end / slack [ns] / cells past startpoint
hold reg to reg: out_fifo.rd_empty$_SDFFE_PP1P_ / out_fifo.rd_empty$_SDFFE_PP1P_ / 0.48 / 2
setup reg to reg: out_fifo.cnt[4]$_SDFFE_PP0P_ / out_fifo.mem[11][7]$_DFFE_PP_ / 2.54 / 3
setup / recovery: rst / done / 0.92 / 6
hold / removal: out_fifo.rd_empty$_SDFFE_PP1P_ / out_fifo.rd_empty$_SDFFE_PP1P_ / 0.48 / 2
[cell type report]
class / instances / share of cell area (%)
clock buffers: 17 / 5.09
clock inverters: 15 / 2.32
inverters: 9 / 0.404
multi-input cells: 215 / 26.1
flip-flops and latches: 166 / 55.1
well taps: 285 / 4.26
repair buffers: 61 / 6.79
[sequential cells by signal, summed over array words and instances (netlist names), named ones only]
name and flops:
out_col 10, out_fifo.rd_addr 4, out_fifo.rd_empty 1, out_row 10
out_fifo.wr_addr 4, out_fifo.mem 128, out_fifo.cnt 5
[critical path: stages]
cell and delay [ns]:
clkdlybuf4s50_1 0.81, inv_1 0.24, o41ai_2 0.09, buf_4 0.23, and2_1 0.14, clkdlybuf4s50_1 0.45
[cell families after synthesis]
group / synth area share [%]
adders and majority gates: 1.99
and+or+nand+nor: 6.89
xor gates and xnor gates: 5.05
DFF: 66.4
buffers and inverters: 2.24
muxes: 14.6
AOI/OAI and AO/OA: 2.83
[per-stage QoR]
| step | cells | hold slack, ns |
|---|---|---|
| 4_1_cts | 768 | 0.481 |
| 3_5_place_dp | 736 | 0.463 |
| 3_3_place_gp | 736 | 0.485 |
| 6_report | 768 | 0.479 |
| 2_1_floorplan | 408 | 0.432 |
| 5_1_grt | 768 | 0.539 |
[routing by layer]
metal / track usage, % / vias to the layer above
met5: 0 / -
met4: 1.24 / 0
met3: 8.38 / 8
met2: 19.0 / 180
met1: 16.1 / 1802
li1: - / 1727
No activity file was given, so power comes from the tool's default toggle rates.
